==> flow/design.v <==
module ldrw
  (
   input [7:0] 	 cell0,
   input [7:0] 	 cell1,
   input [7:0] 	 cell2,
   input [7:0] 	 cell3,
   output [31:0] argb
   );
   wire [7:0] 	 count;
   assign count = ( cell0[0] + cell0[1] + cell0[2] + cell0[3] + cell0[4] + cell0[5] + cell0[6] +
		    cell1[0] + cell1[1] + cell1[2] + cell1[3] + cell1[4] + cell1[5] + cell1[6] +
		    cell2[0] + cell2[1] + cell2[2] + cell2[3] + cell2[4] + cell2[5] + cell2[6] +
		    cell3[0] + cell3[1] + cell3[2] + cell3[3] + cell3[4] + cell3[5] + cell3[6] ) << 3;
   assign argb = ( cell0[7] == 1 ||
		   cell1[7] == 1 ||
		   cell2[7] == 1 ||
		   cell3[7] == 1 ) ?
		 { 8'h0, 8'h0, 8'h0, 8'h77 }:
		 { 8'b0, count, count, count };
endmodule  
module ltcdrw
  (
   input   [63:0] in_data,
   output  [63:0] out_data
   );
   wire [31:0] out [0:1];
   ldrw LDRW1 ( .cell0( in_data[ 7: 0] ), .cell1( in_data[15: 8] ),
		.cell2( in_data[23:16] ), .cell3( in_data[31:24] ),
		.argb( out[0] ) );
   ldrw LDRW2 ( .cell0( in_data[39:32] ), .cell1( in_data[47:40] ),
		.cell2( in_data[55:48] ), .cell3( in_data[63:56] ),
		.argb( out[1] ) );
   assign out_data = { out[1], out[0] };
endmodule
==> flow/run.sh <==
#!/bin/bash
# OpenROAD 26Q1-2900-gdf79404cd8, Yosys 0.63+post, stock flow scripts
make -C /OpenROAD-flow-scripts/flow DESIGN_CONFIG=/design/flow/config.mk WORK_HOME=/design/flow/orfs finish
==> flow/config.mk <==
export PLATFORM = sky130hd
export DESIGN_NAME = ltcdrw
export DESIGN_NICKNAME = ltcdrw
export VERILOG_FILES = /design/flow/design.v
export SDC_FILE = /design/flow/constraint.sdc
export NUM_CORES = 4
export LEC_CHECK = 1
export CORE_AREA = 10 10 113 113
export DIE_AREA = 0 0 123 123
==> flow/constraint.sdc <==
current_design ltcdrw

set clk_period 6.5
set clk_io_pct 0.2

create_clock -name clk0 -period $clk_period

set non_clock_inputs [all_inputs -no_clocks]
set_input_delay [expr $clk_period * $clk_io_pct] -clock clk0 $non_clock_inputs
set_output_delay [expr $clk_period * $clk_io_pct] -clock clk0 [all_outputs]
==> impl_summary.log <==
[report] extracting results
[metrics] run status: finished, violations left
[metrics] violations in the final reports: negative setup slack
[metrics] final setup margin: -0.723 ns
[metrics] internal power: 0.966 mW
[metrics] static leakage: 1.54 nW
[metrics] most frequent logic cell in the layout: sky130_fd_sc_hd__inv_1
[metrics] IO Port Bufs: 100
[metrics] post-synthesis instance area: 1910 sq um
[metrics] tally of clock buffers in the finished layout: 0
[metrics] sequential group share of total power: 0
[metrics] largest net degree at the start of global routing: 8
[metrics] peak supply drop: 0.454 mV
[metrics] first-pass GRT wire length: 7.37 mm
[metrics] Antenna Violating Nets Remaining: 0
[metrics] post-layout period usage: 1.11
[metrics] final hold vios: 0
[metrics] CP Capture Type: primary output
[metrics] syn avg cell area: 8.87 sq um
[metrics] clock power share: 0
[metrics] most frequent logic cells in the routed design: 59 x sky130_fd_sc_hd__inv_1, 44 x sky130_fd_sc_hd__clkdlybuf4s50_1, 36 x sky130_fd_sc_hd__fa_1, 28 x sky130_fd_sc_hd__conb_1, 25 x sky130_fd_sc_hd__buf_2
[metrics] count of mapped cells out of synthesis: 215
[metrics] Floorplan Core Area: 10300 sq um
[metrics] top-level I/O count: 128
[metrics] post-synthesis mux area share: 0.0328
[metrics] count of vias placed by the detailed router: 1449
[metrics] number of setup violations in the final report: 30
[metrics] main combinational cell family by area after synthesis: adder cells
[metrics] Power Total: 1.72 mW
[metrics] filler instances: 1077
[metrics] areal power density over the cells: 581 nW/um^2
[metrics] detailed-routing iteration count for the pre-antenna-repair pass: 2
[metrics] classification of the worst-slack hold path: in2out
[metrics] Residual DRC: 0
[metrics] summed standard-cell area reported by yosys: 1910 sq um
[metrics] switching share of power: 0.438
[metrics] Max Transition Viols Final: 0
[metrics] Final Wtd Congestion: 0.795
[metrics] post-synthesis share of cell area spent on and, or, nand and nor gates: 0.0852
[metrics] mean routed wirelength per cell: 10.2 um
[metrics] initial antenna violation count: 0
[metrics] non-filler instance count after layout: 448
[metrics] biggest area cells: sky130_fd_sc_hd__fa_1 42%, sky130_fd_sc_hd__buf_4 18%, sky130_fd_sc_hd__inv_1 13%
[metrics] number of cells in Yosys stat: 215
[metrics] Vert. Die Dim: 123 um
[metrics] compound-cell area share of the yosys netlist: 0.0184
[metrics] Post-Place Cells: 439
[metrics] share of Yosys cell area claimed by the top area cell type: 0.420
[metrics] xor/xnor cell area share of the yosys netlist: 0.00918
[metrics] CTS Hold Buffers Added: 0
[metrics] register area: 0 sq um
[metrics] sum of overflow across all layers after global routing: 0
[metrics] leading area contributor after synthesis: sky130_fd_sc_hd__fa_1
[metrics] layout cells sized above 1: 0.292
[metrics] flop count: 0
[metrics] number of global-route vias before repair: 1639
[metrics] Worst Path Required: 5.20 ns
[metrics] total routing usage reported by global routing: 0.0580
[metrics] First DRT Iteration DRCs: 17
[metrics] number of antenna cells inserted: 0
[metrics] critical path type: in2out
[metrics] Worst Setup Start Kind: primary input
[metrics] overall die width: 123 um
[metrics] highest fanout seen on the critical path: 3
[metrics] net switching power: 0.754 mW
[metrics] Min Clock Period, post-route: 7.22 ns
[metrics] Floorplan Utilization: 0.185
[metrics] Area growth syn-to-layout: 55.2%
[metrics] register area share after synthesis: 0
[metrics] DP HPWL: 4.39 mm
[metrics] DRT Wirelength: 4.58 mm
[metrics] count of warnings emitted by yosys: 1
[metrics] count of warning messages emitted by the tools: 35
[metrics] post-placement setup slack: -1.55 ns
[metrics] synth unique cells: 17
[metrics] fraction of power consumed by combinational cells: 1.000
[metrics] via density per instance: 3.23
[metrics] synthesized-area fraction occupied by adder cells: 0.538
[metrics] RSZ-0062 raised after global routing: yes
[metrics] die area: 15100 sq um
[metrics] Critical Path AT: 5.92 ns
[metrics] Peak Freq: 138 MHz
[metrics] max capacitance violation total: 0
[metrics] number of core rows: 37
-- per-stage QoR --
| stage | TNS, ns | instance area, sq um | hold slack (ns) | utilization |
|---|---|---|---|---|
| after floorplan | -3.85 | 2080 | 2.66 | - |
| after global placement | -34.54 | 2950 | 3.70 | 0.286 |
| after detailed placement | -35.33 | 2950 | 3.70 | 0.286 |
| after CTS | -20.37 | 2910 | 3.32 | 0.282 |
| after global routing | -17.79 | 2960 | 3.33 | 0.287 |
| final | -13.52 | 2960 | 3.31 | 0.287 |
-- synth_stat cells --
library cell               instances
sky130_fd_sc_hd__a21oi_1           4
sky130_fd_sc_hd__xor2_1            2
sky130_fd_sc_hd__and2_2            2
sky130_fd_sc_hd__nor2_1           10
sky130_fd_sc_hd__o21a_1            2
sky130_fd_sc_hd__mux2i_1           4
sky130_fd_sc_hd__mux2_1            2
sky130_fd_sc_hd__nor4_4            2
sky130_fd_sc_hd__conb_1            1
sky130_fd_sc_hd__ha_1             18
sky130_fd_sc_hd__inv_1            66
sky130_fd_sc_hd__fa_1             40
sky130_fd_sc_hd__nand2b_1          4
sky130_fd_sc_hd__nor2_2            2
sky130_fd_sc_hd__inv_2             2
sky130_fd_sc_hd__nand2_1           8
sky130_fd_sc_hd__buf_4            46
-- critical path: stages --
cell and delay (ns):
sky130_fd_sc_hd__buf_6 0.09, sky130_fd_sc_hd__ha_4 0.25, sky130_fd_sc_hd__inv_2 0.03, sky130_fd_sc_hd__fa_1 0.44, sky130_fd_sc_hd__fa_1 0.51, sky130_fd_sc_hd__fa_1 0.45, sky130_fd_sc_hd__fa_1 0.49, sky130_fd_sc_hd__fa_1 0.52
sky130_fd_sc_hd__fa_1 0.43, sky130_fd_sc_hd__fa_2 0.37, sky130_fd_sc_hd__fa_2 0.36, sky130_fd_sc_hd__nand2b_4 0.16, sky130_fd_sc_hd__a21oi_4 0.12, sky130_fd_sc_hd__mux2i_2 0.25, sky130_fd_sc_hd__buf_2 0.14
-- layer usage --
metal  track usage  vias up  wire length, um
met4             0        0                0
met2         0.109       53             2490
met3        0.0106        0              338
met5             0        -                0
li1              -      733                -
met1        0.0715      663             1750
-- power groups by stage --
stage         sequential, mW  combinational, mW  clock, mW
finish                     0               1.72          0
global route               0               1.94          0
CTS                        0               1.52          0
-- final timing paths --
kind / startpoint / to / slack (ns) / cells past startpoint
max: in_data[1] / out_data[7] / -0.72 / 15
min: in_data[31] / out_data[5] / 3.31 / 4
-- cells by family after synthesis --
group	after synthesis
buf+inv	114
fa+ha+maj	58
simple gates	28
compound gates	6
mux	6
xor+xnor	2
other cells	1
-- layout make-up --
| class | instances | area, sq um | area share |
|---|---|---|---|
| Timing Repair Buffer | 116 | 975 | 0.329 |
| Inverter | 68 | 255 | 0.0862 |
| Tap cell | 136 | 170 | 0.0575 |
| Multi-Input combinational cell | 128 | 1560 | 0.527 |
-- repair_timing --
| item | 4_1_cts | 5_1_grt |
|---|---|---|
| setup endpoints to repair | 30 | 30 |
| setup buffers | 7 | 4 |
| pin swaps | 36 | 36 |
| resized | 141 | 32 |
Power figures rest on the tool's default switching activity, not on a simulated workload.
