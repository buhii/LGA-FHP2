$ cat run.sh
#!/bin/bash
# OpenROAD 26Q1-2900-gdf79404cd8, Yosys 0.63+post, stock flow scripts
make -C /OpenROAD-flow-scripts/flow DESIGN_CONFIG=/design/flow/config.mk WORK_HOME=/design/flow/orfs finish
$ cat config.mk
export PLATFORM = sky130hd
export DESIGN_NAME = modulus3
export DESIGN_NICKNAME = modulus3
export VERILOG_FILES = /design/flow/design.v
export SDC_FILE = /design/flow/constraint.sdc
export NUM_CORES = 4
export LEC_CHECK = 1
export CORE_AREA = 10 10 70 70
export DIE_AREA = 0 0 80 80
$ cat design.v
module modulus3
  (
   input [8:0] 	y,
   output [1:0] m
   );
   function [1:0] MOD3;
      input [8:0] y;
      begin
	 case ( y )
	   0: MOD3 = 2'd0;
	   1: MOD3 = 2'd1;
	   2: MOD3 = 2'd2;
	   3: MOD3 = 2'd0;
	   4: MOD3 = 2'd1;
	   5: MOD3 = 2'd2;
	   6: MOD3 = 2'd0;
	   7: MOD3 = 2'd1;
	   8: MOD3 = 2'd2;
	   9: MOD3 = 2'd0;
	   10: MOD3 = 2'd1;
	   11: MOD3 = 2'd2;
	   12: MOD3 = 2'd0;
	   13: MOD3 = 2'd1;
	   14: MOD3 = 2'd2;
	   15: MOD3 = 2'd0;
	   16: MOD3 = 2'd1;
	   17: MOD3 = 2'd2;
	   18: MOD3 = 2'd0;
	   19: MOD3 = 2'd1;
	   20: MOD3 = 2'd2;
	   21: MOD3 = 2'd0;
	   22: MOD3 = 2'd1;
	   23: MOD3 = 2'd2;
	   24: MOD3 = 2'd0;
	   25: MOD3 = 2'd1;
	   26: MOD3 = 2'd2;
	   27: MOD3 = 2'd0;
	   28: MOD3 = 2'd1;
	   29: MOD3 = 2'd2;
	   30: MOD3 = 2'd0;
	   31: MOD3 = 2'd1;
	   32: MOD3 = 2'd2;
	   33: MOD3 = 2'd0;
	   34: MOD3 = 2'd1;
	   35: MOD3 = 2'd2;
	   36: MOD3 = 2'd0;
	   37: MOD3 = 2'd1;
	   38: MOD3 = 2'd2;
	   39: MOD3 = 2'd0;
	   40: MOD3 = 2'd1;
	   41: MOD3 = 2'd2;
	   42: MOD3 = 2'd0;
	   43: MOD3 = 2'd1;
	   44: MOD3 = 2'd2;
	   45: MOD3 = 2'd0;
	   46: MOD3 = 2'd1;
	   47: MOD3 = 2'd2;
	   48: MOD3 = 2'd0;
	   49: MOD3 = 2'd1;
	   50: MOD3 = 2'd2;
	   51: MOD3 = 2'd0;
	   52: MOD3 = 2'd1;
	   53: MOD3 = 2'd2;
	   54: MOD3 = 2'd0;
	   55: MOD3 = 2'd1;
	   56: MOD3 = 2'd2;
	   57: MOD3 = 2'd0;
	   58: MOD3 = 2'd1;
	   59: MOD3 = 2'd2;
	   60: MOD3 = 2'd0;
	   61: MOD3 = 2'd1;
	   62: MOD3 = 2'd2;
	   63: MOD3 = 2'd0;
	   64: MOD3 = 2'd1;
	   65: MOD3 = 2'd2;
	   66: MOD3 = 2'd0;
	   67: MOD3 = 2'd1;
	   68: MOD3 = 2'd2;
	   69: MOD3 = 2'd0;
	   70: MOD3 = 2'd1;
	   71: MOD3 = 2'd2;
	   72: MOD3 = 2'd0;
	   73: MOD3 = 2'd1;
	   74: MOD3 = 2'd2;
	   75: MOD3 = 2'd0;
	   76: MOD3 = 2'd1;
	   77: MOD3 = 2'd2;
	   78: MOD3 = 2'd0;
	   79: MOD3 = 2'd1;
	   80: MOD3 = 2'd2;
	   81: MOD3 = 2'd0;
	   82: MOD3 = 2'd1;
	   83: MOD3 = 2'd2;
	   84: MOD3 = 2'd0;
	   85: MOD3 = 2'd1;
	   86: MOD3 = 2'd2;
	   87: MOD3 = 2'd0;
	   88: MOD3 = 2'd1;
	   89: MOD3 = 2'd2;
	   90: MOD3 = 2'd0;
	   91: MOD3 = 2'd1;
	   92: MOD3 = 2'd2;
	   93: MOD3 = 2'd0;
	   94: MOD3 = 2'd1;
	   95: MOD3 = 2'd2;
	   96: MOD3 = 2'd0;
	   97: MOD3 = 2'd1;
	   98: MOD3 = 2'd2;
	   99: MOD3 = 2'd0;
	   100: MOD3 = 2'd1;
	   101: MOD3 = 2'd2;
	   102: MOD3 = 2'd0;
	   103: MOD3 = 2'd1;
	   104: MOD3 = 2'd2;
	   105: MOD3 = 2'd0;
	   106: MOD3 = 2'd1;
	   107: MOD3 = 2'd2;
	   108: MOD3 = 2'd0;
	   109: MOD3 = 2'd1;
	   110: MOD3 = 2'd2;
	   111: MOD3 = 2'd0;
	   112: MOD3 = 2'd1;
	   113: MOD3 = 2'd2;
	   114: MOD3 = 2'd0;
	   115: MOD3 = 2'd1;
	   116: MOD3 = 2'd2;
	   117: MOD3 = 2'd0;
	   118: MOD3 = 2'd1;
	   119: MOD3 = 2'd2;
	   120: MOD3 = 2'd0;
	   121: MOD3 = 2'd1;
	   122: MOD3 = 2'd2;
	   123: MOD3 = 2'd0;
	   124: MOD3 = 2'd1;
	   125: MOD3 = 2'd2;
	   126: MOD3 = 2'd0;
	   127: MOD3 = 2'd1;
	   128: MOD3 = 2'd2;
	   129: MOD3 = 2'd0;
	   130: MOD3 = 2'd1;
	   131: MOD3 = 2'd2;
	   132: MOD3 = 2'd0;
	   133: MOD3 = 2'd1;
	   134: MOD3 = 2'd2;
	   135: MOD3 = 2'd0;
	   136: MOD3 = 2'd1;
	   137: MOD3 = 2'd2;
	   138: MOD3 = 2'd0;
	   139: MOD3 = 2'd1;
	   140: MOD3 = 2'd2;
	   141: MOD3 = 2'd0;
	   142: MOD3 = 2'd1;
	   143: MOD3 = 2'd2;
	   144: MOD3 = 2'd0;
	   145: MOD3 = 2'd1;
	   146: MOD3 = 2'd2;
	   147: MOD3 = 2'd0;
	   148: MOD3 = 2'd1;
	   149: MOD3 = 2'd2;
	   150: MOD3 = 2'd0;
	   151: MOD3 = 2'd1;
	   152: MOD3 = 2'd2;
	   153: MOD3 = 2'd0;
	   154: MOD3 = 2'd1;
	   155: MOD3 = 2'd2;
	   156: MOD3 = 2'd0;
	   157: MOD3 = 2'd1;
	   158: MOD3 = 2'd2;
	   159: MOD3 = 2'd0;
	   160: MOD3 = 2'd1;
	   161: MOD3 = 2'd2;
	   162: MOD3 = 2'd0;
	   163: MOD3 = 2'd1;
	   164: MOD3 = 2'd2;
	   165: MOD3 = 2'd0;
	   166: MOD3 = 2'd1;
	   167: MOD3 = 2'd2;
	   168: MOD3 = 2'd0;
	   169: MOD3 = 2'd1;
	   170: MOD3 = 2'd2;
	   171: MOD3 = 2'd0;
	   172: MOD3 = 2'd1;
	   173: MOD3 = 2'd2;
	   174: MOD3 = 2'd0;
	   175: MOD3 = 2'd1;
	   176: MOD3 = 2'd2;
	   177: MOD3 = 2'd0;
	   178: MOD3 = 2'd1;
	   179: MOD3 = 2'd2;
	   180: MOD3 = 2'd0;
	   181: MOD3 = 2'd1;
	   182: MOD3 = 2'd2;
	   183: MOD3 = 2'd0;
	   184: MOD3 = 2'd1;
	   185: MOD3 = 2'd2;
	   186: MOD3 = 2'd0;
	   187: MOD3 = 2'd1;
	   188: MOD3 = 2'd2;
	   189: MOD3 = 2'd0;
	   190: MOD3 = 2'd1;
	   191: MOD3 = 2'd2;
	   192: MOD3 = 2'd0;
	   193: MOD3 = 2'd1;
	   194: MOD3 = 2'd2;
	   195: MOD3 = 2'd0;
	   196: MOD3 = 2'd1;
	   197: MOD3 = 2'd2;
	   198: MOD3 = 2'd0;
	   199: MOD3 = 2'd1;
	   200: MOD3 = 2'd2;
	   201: MOD3 = 2'd0;
	   202: MOD3 = 2'd1;
	   203: MOD3 = 2'd2;
	   204: MOD3 = 2'd0;
	   205: MOD3 = 2'd1;
	   206: MOD3 = 2'd2;
	   207: MOD3 = 2'd0;
	   208: MOD3 = 2'd1;
	   209: MOD3 = 2'd2;
	   210: MOD3 = 2'd0;
	   211: MOD3 = 2'd1;
	   212: MOD3 = 2'd2;
	   213: MOD3 = 2'd0;
	   214: MOD3 = 2'd1;
	   215: MOD3 = 2'd2;
	   216: MOD3 = 2'd0;
	   217: MOD3 = 2'd1;
	   218: MOD3 = 2'd2;
	   219: MOD3 = 2'd0;
	   220: MOD3 = 2'd1;
	   221: MOD3 = 2'd2;
	   222: MOD3 = 2'd0;
	   223: MOD3 = 2'd1;
	   224: MOD3 = 2'd2;
	   225: MOD3 = 2'd0;
	   226: MOD3 = 2'd1;
	   227: MOD3 = 2'd2;
	   228: MOD3 = 2'd0;
	   229: MOD3 = 2'd1;
	   230: MOD3 = 2'd2;
	   231: MOD3 = 2'd0;
	   232: MOD3 = 2'd1;
	   233: MOD3 = 2'd2;
	   234: MOD3 = 2'd0;
	   235: MOD3 = 2'd1;
	   236: MOD3 = 2'd2;
	   237: MOD3 = 2'd0;
	   238: MOD3 = 2'd1;
	   239: MOD3 = 2'd2;
	   240: MOD3 = 2'd0;
	   241: MOD3 = 2'd1;
	   242: MOD3 = 2'd2;
	   243: MOD3 = 2'd0;
	   244: MOD3 = 2'd1;
	   245: MOD3 = 2'd2;
	   246: MOD3 = 2'd0;
	   247: MOD3 = 2'd1;
	   248: MOD3 = 2'd2;
	   249: MOD3 = 2'd0;
	   250: MOD3 = 2'd1;
	   251: MOD3 = 2'd2;
	   252: MOD3 = 2'd0;
	   253: MOD3 = 2'd1;
	   254: MOD3 = 2'd2;
	   255: MOD3 = 2'd0;
	   256: MOD3 = 2'd1;
	   257: MOD3 = 2'd2;
	   258: MOD3 = 2'd0;
	   259: MOD3 = 2'd1;
	   260: MOD3 = 2'd2;
	   261: MOD3 = 2'd0;
	   262: MOD3 = 2'd1;
	   263: MOD3 = 2'd2;
	   264: MOD3 = 2'd0;
	   265: MOD3 = 2'd1;
	   266: MOD3 = 2'd2;
	   267: MOD3 = 2'd0;
	   268: MOD3 = 2'd1;
	   269: MOD3 = 2'd2;
	   270: MOD3 = 2'd0;
	   271: MOD3 = 2'd1;
	   272: MOD3 = 2'd2;
	   273: MOD3 = 2'd0;
	   274: MOD3 = 2'd1;
	   275: MOD3 = 2'd2;
	   276: MOD3 = 2'd0;
	   277: MOD3 = 2'd1;
	   278: MOD3 = 2'd2;
	   279: MOD3 = 2'd0;
	   280: MOD3 = 2'd1;
	   281: MOD3 = 2'd2;
	   282: MOD3 = 2'd0;
	   283: MOD3 = 2'd1;
	   284: MOD3 = 2'd2;
	   285: MOD3 = 2'd0;
	   286: MOD3 = 2'd1;
	   287: MOD3 = 2'd2;
	   288: MOD3 = 2'd0;
	   289: MOD3 = 2'd1;
	   290: MOD3 = 2'd2;
	   291: MOD3 = 2'd0;
	   292: MOD3 = 2'd1;
	   293: MOD3 = 2'd2;
	   294: MOD3 = 2'd0;
	   295: MOD3 = 2'd1;
	   296: MOD3 = 2'd2;
	   297: MOD3 = 2'd0;
	   298: MOD3 = 2'd1;
	   299: MOD3 = 2'd2;
	   300: MOD3 = 2'd0;
	   301: MOD3 = 2'd1;
	   302: MOD3 = 2'd2;
	   303: MOD3 = 2'd0;
	   304: MOD3 = 2'd1;
	   305: MOD3 = 2'd2;
	   306: MOD3 = 2'd0;
	   307: MOD3 = 2'd1;
	   308: MOD3 = 2'd2;
	   309: MOD3 = 2'd0;
	   310: MOD3 = 2'd1;
	   311: MOD3 = 2'd2;
	   312: MOD3 = 2'd0;
	   313: MOD3 = 2'd1;
	   314: MOD3 = 2'd2;
	   315: MOD3 = 2'd0;
	   316: MOD3 = 2'd1;
	   317: MOD3 = 2'd2;
	   318: MOD3 = 2'd0;
	   319: MOD3 = 2'd1;
	   320: MOD3 = 2'd2;
	   321: MOD3 = 2'd0;
	   322: MOD3 = 2'd1;
	   323: MOD3 = 2'd2;
	   324: MOD3 = 2'd0;
	   325: MOD3 = 2'd1;
	   326: MOD3 = 2'd2;
	   327: MOD3 = 2'd0;
	   328: MOD3 = 2'd1;
	   329: MOD3 = 2'd2;
	   330: MOD3 = 2'd0;
	   331: MOD3 = 2'd1;
	   332: MOD3 = 2'd2;
	   333: MOD3 = 2'd0;
	   334: MOD3 = 2'd1;
	   335: MOD3 = 2'd2;
	   336: MOD3 = 2'd0;
	   337: MOD3 = 2'd1;
	   338: MOD3 = 2'd2;
	   339: MOD3 = 2'd0;
	   340: MOD3 = 2'd1;
	   341: MOD3 = 2'd2;
	   342: MOD3 = 2'd0;
	   343: MOD3 = 2'd1;
	   344: MOD3 = 2'd2;
	   345: MOD3 = 2'd0;
	   346: MOD3 = 2'd1;
	   347: MOD3 = 2'd2;
	   348: MOD3 = 2'd0;
	   349: MOD3 = 2'd1;
	   350: MOD3 = 2'd2;
	   351: MOD3 = 2'd0;
	   352: MOD3 = 2'd1;
	   353: MOD3 = 2'd2;
	   354: MOD3 = 2'd0;
	   355: MOD3 = 2'd1;
	   356: MOD3 = 2'd2;
	   357: MOD3 = 2'd0;
	   358: MOD3 = 2'd1;
	   359: MOD3 = 2'd2;
	   360: MOD3 = 2'd0;
	   361: MOD3 = 2'd1;
	   362: MOD3 = 2'd2;
	   363: MOD3 = 2'd0;
	   364: MOD3 = 2'd1;
	   365: MOD3 = 2'd2;
	   366: MOD3 = 2'd0;
	   367: MOD3 = 2'd1;
	   368: MOD3 = 2'd2;
	   369: MOD3 = 2'd0;
	   370: MOD3 = 2'd1;
	   371: MOD3 = 2'd2;
	   372: MOD3 = 2'd0;
	   373: MOD3 = 2'd1;
	   374: MOD3 = 2'd2;
	   375: MOD3 = 2'd0;
	   376: MOD3 = 2'd1;
	   377: MOD3 = 2'd2;
	   378: MOD3 = 2'd0;
	   379: MOD3 = 2'd1;
	   380: MOD3 = 2'd2;
	   381: MOD3 = 2'd0;
	   382: MOD3 = 2'd1;
	   383: MOD3 = 2'd2;
	   384: MOD3 = 2'd0;
	   385: MOD3 = 2'd1;
	   386: MOD3 = 2'd2;
	   387: MOD3 = 2'd0;
	   388: MOD3 = 2'd1;
	   389: MOD3 = 2'd2;
	   390: MOD3 = 2'd0;
	   391: MOD3 = 2'd1;
	   392: MOD3 = 2'd2;
	   393: MOD3 = 2'd0;
	   394: MOD3 = 2'd1;
	   395: MOD3 = 2'd2;
	   396: MOD3 = 2'd0;
	   397: MOD3 = 2'd1;
	   398: MOD3 = 2'd2;
	   399: MOD3 = 2'd0;
	   400: MOD3 = 2'd1;
	   401: MOD3 = 2'd2;
	   402: MOD3 = 2'd0;
	   403: MOD3 = 2'd1;
	   404: MOD3 = 2'd2;
	   405: MOD3 = 2'd0;
	   406: MOD3 = 2'd1;
	   407: MOD3 = 2'd2;
	   408: MOD3 = 2'd0;
	   409: MOD3 = 2'd1;
	   410: MOD3 = 2'd2;
	   411: MOD3 = 2'd0;
	   412: MOD3 = 2'd1;
	   413: MOD3 = 2'd2;
	   414: MOD3 = 2'd0;
	   415: MOD3 = 2'd1;
	   416: MOD3 = 2'd2;
	   417: MOD3 = 2'd0;
	   418: MOD3 = 2'd1;
	   419: MOD3 = 2'd2;
	   420: MOD3 = 2'd0;
	   421: MOD3 = 2'd1;
	   422: MOD3 = 2'd2;
	   423: MOD3 = 2'd0;
	   424: MOD3 = 2'd1;
	   425: MOD3 = 2'd2;
	   426: MOD3 = 2'd0;
	   427: MOD3 = 2'd1;
	   428: MOD3 = 2'd2;
	   429: MOD3 = 2'd0;
	   430: MOD3 = 2'd1;
	   431: MOD3 = 2'd2;
	   432: MOD3 = 2'd0;
	   433: MOD3 = 2'd1;
	   434: MOD3 = 2'd2;
	   435: MOD3 = 2'd0;
	   436: MOD3 = 2'd1;
	   437: MOD3 = 2'd2;
	   438: MOD3 = 2'd0;
	   439: MOD3 = 2'd1;
	   440: MOD3 = 2'd2;
	   441: MOD3 = 2'd0;
	   442: MOD3 = 2'd1;
	   443: MOD3 = 2'd2;
	   444: MOD3 = 2'd0;
	   445: MOD3 = 2'd1;
	   446: MOD3 = 2'd2;
	   447: MOD3 = 2'd0;
	   448: MOD3 = 2'd1;
	   449: MOD3 = 2'd2;
	   450: MOD3 = 2'd0;
	   451: MOD3 = 2'd1;
	   452: MOD3 = 2'd2;
	   453: MOD3 = 2'd0;
	   454: MOD3 = 2'd1;
	   455: MOD3 = 2'd2;
	   456: MOD3 = 2'd0;
	   457: MOD3 = 2'd1;
	   458: MOD3 = 2'd2;
	   459: MOD3 = 2'd0;
	   460: MOD3 = 2'd1;
	   461: MOD3 = 2'd2;
	   462: MOD3 = 2'd0;
	   463: MOD3 = 2'd1;
	   464: MOD3 = 2'd2;
	   465: MOD3 = 2'd0;
	   466: MOD3 = 2'd1;
	   467: MOD3 = 2'd2;
	   468: MOD3 = 2'd0;
	   469: MOD3 = 2'd1;
	   470: MOD3 = 2'd2;
	   471: MOD3 = 2'd0;
	   472: MOD3 = 2'd1;
	   473: MOD3 = 2'd2;
	   474: MOD3 = 2'd0;
	   475: MOD3 = 2'd1;
	   476: MOD3 = 2'd2;
	   477: MOD3 = 2'd0;
	   478: MOD3 = 2'd1;
	   479: MOD3 = 2'd2;
	   480: MOD3 = 2'd0;
	   481: MOD3 = 2'd1;
	   482: MOD3 = 2'd2;
	   483: MOD3 = 2'd0;
	   484: MOD3 = 2'd1;
	   485: MOD3 = 2'd2;
	   486: MOD3 = 2'd0;
	   487: MOD3 = 2'd1;
	   488: MOD3 = 2'd2;
	   489: MOD3 = 2'd0;
	   490: MOD3 = 2'd1;
	   491: MOD3 = 2'd2;
	   492: MOD3 = 2'd0;
	   493: MOD3 = 2'd1;
	   494: MOD3 = 2'd2;
	   495: MOD3 = 2'd0;
	   496: MOD3 = 2'd1;
	   497: MOD3 = 2'd2;
	   498: MOD3 = 2'd0;
	   499: MOD3 = 2'd1;
	   500: MOD3 = 2'd2;
	   501: MOD3 = 2'd0;
	   502: MOD3 = 2'd1;
	   503: MOD3 = 2'd2;
	   504: MOD3 = 2'd0;
	   505: MOD3 = 2'd1;
	   506: MOD3 = 2'd2;
	   507: MOD3 = 2'd0;
	   508: MOD3 = 2'd1;
	   509: MOD3 = 2'd2;
	   510: MOD3 = 2'd0;
	   511: MOD3 = 2'd1;
	   default: MOD3 = 2'd0;
	 endcase
      end
   endfunction
   assign m = MOD3( y );
endmodule
$ cat constraint.sdc
current_design modulus3

set clk_period 3.4
set clk_io_pct 0.2

create_clock -name clk0 -period $clk_period

set non_clock_inputs [all_inputs -no_clocks]
set_input_delay [expr $clk_period * $clk_io_pct] -clock clk0 $non_clock_inputs
set_output_delay [expr $clk_period * $clk_io_pct] -clock clk0 [all_outputs]
==> impl_metrics.csv <==
group,metric,value,unit
outcome,status,"finished clean",
finish,flops,0,
drt,num_antenna_cells,0,
drt,drtIter0Drc,27,
power_and_ir_drop,power_frac_clock,0,%
drt,wire_per_inst,9.203,µm
yosys,topCombFamilyByArea,"simple AND/OR/NAND/NOR gates",
worst_setup_path,cp_max_fo,8,
placement,post-place-ws,-0.4298,ns
final_timing,finalSetupViolCount,0,
drt,via_per_inst,3.927,
worst_setup_path,arrival,2.38,ns
finish,regArea,0,µm²
yosys,compound_area_share,30.28,%
finish,area_growth,85.32,%
global_route,use_met1,4.617,%
finish,clkbuf_count,0,
finish,num-fill-cells,381,
yosys,top_area_share,14.68,%
yosys,most_common_cell,"mux2i_1",
final_timing,slew_headroom,76.65,%
run,warnings,33,
yosys,top_cells_by_area,"mux2i_1 (15%), a221oi_1 (6.4%), nor4b_1 (6.4%), ha_1 (6.1%), inv_1 (4.6%)",
worst_setup_path,required,2.72,ns
yosys,ys_warn_count,1,
power_and_ir_drop,leakagePower,0.3036,nW
yosys,ys_sh_adder,6.116,%
final_timing,finalHoldViolCount,0,
yosys,avgSynthCellArea,7.439,µm²
floorplan,die_w,80,µm
worst_setup_path,worstPathCellList,"dlygate4sd2_1 > buf_6 > nor3b_4 > a21oi_2 > buf_4 > o211ai_1 > o21a_1 > mux2i_1 > a221o_1 > dlymetal6s2s_1",
floorplan,num_rows,21,
drt,drt-total-wl,1132,µm
hold_path,hold_class,"in -> out",
drt,drc,0,
final_timing,tightest_slew,0.3454,ns
yosys,ys_types,28,
finish,logic_area,471.7,µm²
worst_setup_path,startpoint_type,"input pin",
global_route,grt_pass1_wl,1890,µm
drt,drtPass1Iterations,3,
worst_setup_path,slowest_delay,0.33,ns
drt,num_vias,483,
power_and_ir_drop,power_frac_comb,100.0,%
drt,drtAntennaViolNets,0,
power_and_ir_drop,power-per-cell-area,152.2,mW/mm²
placement,dp_hpwl,907.8,µm
power_and_ir_drop,switchingPower,0.04879,mW
yosys,synth_stat.cells,55,
finish,layout-drive-gt1-share,45.45,%
floorplan,pin_count,11,
global_route,grtUsageMet3,0.3409,%
yosys,postSynthSeqShare,0,%
floorplan,core,0.003416,mm²
worst_setup_path,end_kind,"output pin",
power_and_ir_drop,total_power,0.1154,mW
final_timing,rsz0062_at_grt,"false",
yosys,synth-area-yosys,409.1,µm²
worst_setup_path,critPathKind,"in -> out",
final_timing,min_period,3.057,ns
placement,gp_congestion,0.7409,
global_route,antenna_found_initial,0,
floorplan,die_h,80,µm
final_timing,finalClockPeriodUsage,89.91,%
power_and_ir_drop,p_seq_share,0,%
worst_setup_path,critical_path.slowest_cell,"a221o_1",
yosys,synthCells,55,
placement,io_buffers,11,
power_and_ir_drop,switching_share,42.26,%
power_and_ir_drop,peakVddDrop,0.00005005,V
global_route,met2_usage,5.859,%
floorplan,initCoreUtil,11.98,%
run,maxCapViolCount,0,
final_timing,fmax,0.3271,GHz
yosys,muxShareOfSynthArea,18.35,%
final_timing,finalWorstSetupSlack,0.3432,ns
yosys,common_cells,"mux2i_1 (6), inv_1 (5)",
yosys,simple_gate_share,30.89,%
floorplan,die-area,0.006400,mm²
final_timing,slew_violations,0,
yosys,xor_area_share,4.281,%
global_route,track_usage,3.372,%
power_and_ir_drop,intPower,0.06665,mW
global_route,grt_max_degree,10,
global_route,gr-total-overflow,0,
yosys,yosysTopAreaCell,"mux2i_1",
yosys,synth_area,409.1,µm²
global_route,grt_busiest_layer,"met2",
global_route,first_global_vias,420,
==> critical path: cells and delay by family <==
| family | cells | cell delay (ns) |
|---|---|---|
| compound gates | 4 | 0.77 |
| buf+inv | 4 | 0.67 |
| simple gates | 1 | 0.19 |
| mux | 1 | 0.07 |
==> metal layers <==
metal	part of all wire, %	routed length [µm]
met3	4.2	48
met4	0	0
met2	48	539
met1	48	544
met5	0	0
==> logic make-up after synthesis <==
kind of cell	count (synthesis)
buf+inv	8
mux	7
xor+xnor	2
compound gates	18
fa+ha+maj	2
simple gates	18
==> area by class of cell <==
class / count / area share, %
multi-input combinational: 47 / 62.21
tap: 46 / 7.591
timing repair buffer: 25 / 27.72
inverter: 5 / 2.475
==> final timing paths <==
check | start | end | depth (start not counted)
min | y[1] | m[0] | 8
max | y[2] | m[1] | 10
==> metrics by stage <==
step | hold slack [ns] | setup TNS, ns | cell area, µm² | utilization, % | std cells
after detailed placement | 2.647 | -0.8222 | 629.4 | 18.42 | 119
final | 2.192 | 0 | 758.2 | 22.20 | 123
after global placement | 2.638 | -0.8024 | 629.4 | 18.42 | 119
after global routing | 2.286 | 0 | 758.2 | 22.20 | 123
after floorplan | 1.547 | 0 | 409.1 | - | 55
after CTS | 2.658 | 0 | 732.0 | 21.43 | 122
==> repair_timing <==
| action | in CTS | in global routing |
|---|---|---|
| endpoints found under the setup margin | 2 | 2 |
| buffers inserted | 3 | 1 |
| pin swaps | 6 | 7 |
| resized | 23 | 12 |
| hold buffers | 0 | 0 |
==> power groups by stage <==
stage | Clock, mW | Combinational, mW | Sequential [mW]
final | 0 | 0.115 | 0
after global routing | 0 | 0.127 | 0
after CTS | 0 | 0.112 | 0
==> layout by cell type (no fill, tap or decap), drive strengths merged <==
master / count
a221oi: 3
buf: 14
a221o: 1
nand3b: 2
nor4b: 3
ha: 2
and2b: 1
o211ai: 2
clkdlybuf4s50: 4
nor2: 3
xnor2: 2
mux2i: 6
clkbuf: 3
nand2b: 2
nor3b: 1
dlygate4sd2: 2
and3b: 1
o21a: 1
dlymetal6s2s: 2
nand3: 1
or3b: 1
inv: 5
o21ai: 5
mux2: 1
nor2b: 1
a21oi: 2
o22ai: 2
o221ai: 2
and2: 2
Power is estimated from default activity; no workload was simulated.
