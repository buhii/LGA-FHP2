$ cat /design/flow/design.v
module lcol
  (
   input 	 x,
   input   [7:0] in_cell,
   output  [7:0] out_cell
   );
   function [6:0] LOOKUP;
      input 	   lookup_type;
      input  [6:0] input_cell;
      input 	   obstacle;
      begin
	 if ( obstacle )
	    LOOKUP = { input_cell[6], input_cell[2:0], input_cell[5:3] };
	 else if ( lookup_type == 1 ) begin
	    case ( input_cell )
	      7'd18:
		LOOKUP = 7'd36;
	      7'd9:
		LOOKUP = 7'd18;
	      7'd36:
		LOOKUP = 7'd9;
	      7'd96:
		LOOKUP = 7'd17;
	      7'd80:
		LOOKUP = 7'd40;
	      7'd72:
		LOOKUP = 7'd20;
	      7'd68:
		LOOKUP = 7'd10;
	      7'd66:
		LOOKUP = 7'd5;
	      7'd65:
		LOOKUP = 7'd34;
	      7'd20:
		LOOKUP = 7'd72;
	      7'd40:
		LOOKUP = 7'd80;
	      7'd17:
		LOOKUP = 7'd96;
	      7'd34:
		LOOKUP = 7'd65;
	      7'd5:
		LOOKUP = 7'd66;
	      7'd10:
		LOOKUP = 7'd68;
	      7'd21:
		LOOKUP = 7'd42;
	      7'd42:
		LOOKUP = 7'd21;
	      7'd100:
		LOOKUP = 7'd73;
	      7'd82:
		LOOKUP = 7'd100;
	      7'd73:
		LOOKUP = 7'd82;
	      7'd85:
		LOOKUP = 7'd106;
	      7'd106:
		LOOKUP = 7'd85;
	      default:
		LOOKUP = 7'd0;
	    endcase  
	 end
	 else begin
	    case ( input_cell )
	      7'd18:
		LOOKUP = 7'd9;
	      7'd9:
		LOOKUP = 7'd36;
	      7'd36:
		LOOKUP = 7'd18;
	      7'd96:
		LOOKUP = 7'd17;
	      7'd80:
		LOOKUP = 7'd40;
	      7'd72:
		LOOKUP = 7'd20;
	      7'd68:
		LOOKUP = 7'd10;
	      7'd66:
		LOOKUP = 7'd5;
	      7'd65:
		LOOKUP = 7'd34;
	      7'd20:
		LOOKUP = 7'd72;
	      7'd40:
		LOOKUP = 7'd80;
	      7'd17:
		LOOKUP = 7'd96;
	      7'd34:
		LOOKUP = 7'd65;
	      7'd5:
		LOOKUP = 7'd66;
	      7'd10:
		LOOKUP = 7'd68;
	      7'd21:
		LOOKUP = 7'd42;
	      7'd42:
		LOOKUP = 7'd21;
	      7'd100:
		LOOKUP = 7'd82;
	      7'd82:
		LOOKUP = 7'd73;
	      7'd73:
		LOOKUP = 7'd100;
	      7'd85:
		LOOKUP = 7'd106;
	      7'd106:
		LOOKUP = 7'd85;
	      default:
		LOOKUP = 7'd0;
	    endcase
	 end
      end
   endfunction
   assign out_cell = { in_cell[7], LOOKUP( x, in_cell[6:0], in_cell[7]) };
endmodule
module ltccol
  (
   input   [63:0] in_data,
   output  [63:0] out_data
   );
   wire [7:0] out [0:7];
   lcol LCOL1 ( .x( 1'b0 ), .in_cell( in_data[ 7: 0] ), .out_cell( out[0] ) );
   lcol LCOL2 ( .x( 1'b1 ), .in_cell( in_data[15: 8] ), .out_cell( out[1] ) );
   lcol LCOL3 ( .x( 1'b0 ), .in_cell( in_data[23:16] ), .out_cell( out[2] ) );
   lcol LCOL4 ( .x( 1'b1 ), .in_cell( in_data[31:24] ), .out_cell( out[3] ) );
   lcol LCOL5 ( .x( 1'b0 ), .in_cell( in_data[39:32] ), .out_cell( out[4] ) );
   lcol LCOL6 ( .x( 1'b1 ), .in_cell( in_data[47:40] ), .out_cell( out[5] ) );
   lcol LCOL7 ( .x( 1'b0 ), .in_cell( in_data[55:48] ), .out_cell( out[6] ) );
   lcol LCOL8 ( .x( 1'b1 ), .in_cell( in_data[63:56] ), .out_cell( out[7] ) );
   assign out_data = { out[7], out[6], out[5], out[4],
		       out[3], out[2], out[1], out[0] };
endmodule
$ cat /design/flow/run.sh
#!/bin/bash
# OpenROAD 26Q1-2900-gdf79404cd8, Yosys 0.63+post, stock flow scripts
make -C /OpenROAD-flow-scripts/flow DESIGN_CONFIG=/design/flow/config.mk WORK_HOME=/design/flow/orfs finish
$ cat /design/flow/config.mk
export PLATFORM = sky130hd
export DESIGN_NAME = ltccol
export DESIGN_NICKNAME = ltccol
export VERILOG_FILES = /design/flow/design.v
export SDC_FILE = /design/flow/constraint.sdc
export NUM_CORES = 4
export LEC_CHECK = 1
export CORE_UTILIZATION = 30
$ cat /design/flow/constraint.sdc
current_design ltccol

set clk_period 3.8
set clk_io_pct 0.2

create_clock -name clk0 -period $clk_period

set non_clock_inputs [all_inputs -no_clocks]
set_input_delay [expr $clk_period * $clk_io_pct] -clock clk0 $non_clock_inputs
set_output_delay [expr $clk_period * $clk_io_pct] -clock clk0 [all_outputs]
==> impl_metrics.ini <==
; yosys + openroad results
[synth]
netlist-cell-type-count = 59
synthesis.area_per_instance_um2 = 5.85
yosys-mux-area-fraction_pct = 1.83
ys_sh_xor_pct = 5.22
post_synthesis_simple_gate_area_fraction_pct = 37.7
yosys_area_mm2 = 0.00402
seq_area_frac_synth_pct = 0
ys_sh_aoi_pct = 42.1
postSynthCellCount = 688
fa_ha_area_share_pct = 0
synthesis.yosys.warnings = 2
cells_yosys = 688
syn_area_mm2 = 0.00402
top_logic_kind = AND-OR/OR-AND gates

[placement]
gpl_wtd_cong = 0.920
dpl.hpwl_mm = 9.34
placed_cell_area_mm2 = 0.00563
place.port_buffers = 128

[job]
openroad.warnings = 32
drv.max_cap_violation_count = 0

[die]
site_rows = 41
io_pins = 128
floorplan.initialDensity_pct = 31.4
chip_area_mm2 = 0.0139
dieWidth_um = 118
die.size.y_um = 118
placeableCoreArea_mm2 = 0.0128

[detailed_routing]
via_count = 5457
n_antenna_cell = 0
vias_per_cell = 5.61
detail_route.iter0.violations = 532
detail_route.first_pass.iterations = 5
route.detailed.wl_per_inst_um = 12.8
remaining_drc_errors = 0
ant_nets = 0
wirelength_mm = 12.4

[power]
power_leakage_nw = 2.01
intPower_mw = 0.310
seqPwrFrac_pct = 0
power_density_mw_per_mm2 = 106
comb_power_share_pct = 100.0
switching_share_pct = 48.0
switchingPower_mw = 0.286
power.clock.fraction_pct = 0
irDropWorstVdd_v = 0.0000496

[critical_path]
cp-end-kind = primary output
critical-path-max-stage-delay_ns = 0.69
critPathTopFamily = buffers and inverters
worst-endpoint-required_ns = 3.04
path_common_cell = sky130_fd_sc_hd__clkdlybuf4s50_1
crit_type = input port to primary output
path_cells = clkdlybuf4s50_1, nor3_1, a31oi_1, or4_1, a41oi_2, clkdlybuf4s50_1
cp.arrival_ns = 2.89
crit_path_max_delay_cell_type = sky130_fd_sc_hd__clkdlybuf4s50_1
setup.worst_path.start_class = input port
critical_path_peak_fanout = 16
cp.buffers_inverters = 2

[layout]
area.growth.synth_to_final_pct = 40.2
layout.area.seq_um2 = 0
layout.core_utilization_pct = 44.0
clkbuf_count = 0
flops = 0
final_layout_size_suffix_gt1_share_pct = 11.1
layout.cell_area.non_filler_mm2 = 0.00564

[global_route]
gr-total-overflow = 0
grt_start_max_net_pins = 17
antenna_found_initial = 0
first_global_vias = 4751
grt_util_all_layers_pct = 17.2
grt_first_pass_wirelength_mm = 21.4

[timing]
unrepaired_setup_endpoints_after_global_routing = false
achievable-frequency_mhz = 274
timing_worst_slew_pin_value_ns = 0.566
final_period_minus_worst_setup_slack_ns = 3.65
slew_headroom_pct = 62.1
final.period_utilization_pct = 96.0
finalMaxSlewViolations = 0
final-setup-viol-count = 0
setup_total_negative_slack_ns = 0
timing.final.hold_violations = 0

[min_path]
hp-class = input port to primary output

[clocking]
post_cts_hold_buffer_count = 0
cts.repair_timing.setup_buffer_count = 0
post_cts.resized_instances = 0

[run_status]
result_of_the_run = complete, no violations
[cells in the final DEF (no fill, tap or decap), types with 5 or more instances in the layout]
master / count
sky130_fd_sc_hd__a21oi_1: 50
sky130_fd_sc_hd__and3_1: 5
sky130_fd_sc_hd__o22ai_1: 13
sky130_fd_sc_hd__a31oi_1: 9
sky130_fd_sc_hd__a311oi_1: 6
sky130_fd_sc_hd__a32oi_1: 13
sky130_fd_sc_hd__xnor2_1: 18
sky130_fd_sc_hd__nor3_1: 33
sky130_fd_sc_hd__o21ai_1: 13
sky130_fd_sc_hd__a22oi_1: 14
sky130_fd_sc_hd__nor2_1: 66
sky130_fd_sc_hd__o32ai_1: 14
sky130_fd_sc_hd__o22a_1: 5
sky130_fd_sc_hd__o41ai_1: 20
sky130_fd_sc_hd__nor3b_1: 14
sky130_fd_sc_hd__nor4_1: 8
sky130_fd_sc_hd__inv_1: 19
sky130_fd_sc_hd__nor2b_1: 34
sky130_fd_sc_hd__nand2_1: 72
sky130_fd_sc_hd__nand3_1: 11
sky130_fd_sc_hd__nand3b_1: 6
sky130_fd_sc_hd__xor2_1: 6
sky130_fd_sc_hd__nand2b_1: 22
sky130_fd_sc_hd__buf_4: 73
sky130_fd_sc_hd__clkdlybuf4s50_1: 125
sky130_fd_sc_hd__o21ai_0: 44
sky130_fd_sc_hd__o31ai_1: 7
[cell type report]
| class | count | area (um^2) |
|---|---|---|
| Tap cell | 172 | 215 |
| Inverter | 23 | 86.3 |
| Multi-Input combinational cell | 576 | 3500 |
| Fill cell | 1305 | 7180 |
| Timing Repair Buffer | 201 | 1840 |
[through the flow]
stage	worst slack, ns	std cells	hold WS (ns)	total power, mW
after floorplan	1.32	688	1.55	0.328
after global placement	0.161	972	2.48	0.586
after detailed placement	0.143	972	2.48	0.590
after CTS	0.131	972	2.48	0.593
after global routing	0.0110	972	2.52	0.657
final	0.153	972	2.45	0.596
[cells by family after synthesis]
family	Yosys count
and+or+nand+nor	296
AOI/OAI and AO/OA	249
buffers and inverters	112
xor gates and xnor gates	24
muxes	7
[worst paths after layout]
kind | from | endpoint | slack, ns | cells past startpoint
min | in_data[33] | out_data[36] | 2.45 | 5
max | in_data[32] | out_data[38] | 0.15 | 6
[layer usage]
metal / wire length [um] / GRT usage, % / part of all wire [%] / up-vias
met3: 554 / 0.543 / 4.5 / 8
met5: 0 / 0 / 0 / -
met4: 45 / 1.12 / 0.36 / 0
li1: - / - / - / 2788
met1: 6090 / 26.0 / 49 / 2488
met2: 5750 / 28.2 / 46 / 173
[power groups by stage]
stage,sequential (mW),clock (mW),combinational (mW)
6_report,0,0,0.596
5_1_grt,0,0,0.657
4_1_cts,0,0,0.593
[Yosys cell counts, types with 14 or more instances]
cell type	n	share of area, %
sky130_fd_sc_hd__nand2_1	72	6.7
sky130_fd_sc_hd__nor2_1	66	6.2
sky130_fd_sc_hd__a21oi_1	50	6.2
sky130_fd_sc_hd__buf_2	50	6.2
sky130_fd_sc_hd__o21ai_0	44	5.5
sky130_fd_sc_hd__nor2b_1	34	5.3
sky130_fd_sc_hd__nor3_1	33	4.1
sky130_fd_sc_hd__clkbuf_1	24	2.2
sky130_fd_sc_hd__nand2b_1	22	3.4
sky130_fd_sc_hd__o41ai_1	20	4.4
sky130_fd_sc_hd__inv_1	19	1.8
sky130_fd_sc_hd__xnor2_1	18	3.9
sky130_fd_sc_hd__a22oi_1	14	2.6
sky130_fd_sc_hd__nor3b_1	14	2.6
sky130_fd_sc_hd__o32ai_1	14	3.0
Power figures rest on the tool's default switching activity, not on a simulated workload.
